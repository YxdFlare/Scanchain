[design/flow/run.sh]
#!/bin/bash
# OpenROAD 26Q1-2900-gdf79404cd8, Yosys 0.63+post, stock flow scripts
make -C /OpenROAD-flow-scripts/flow DESIGN_CONFIG=/design/flow/config.mk WORK_HOME=/design/flow/orfs finish
[design/flow/config.mk]
export PLATFORM = sky130hd
export DESIGN_NAME = ScanReg40
export DESIGN_NICKNAME = ScanReg40
export VERILOG_FILES = /design/flow/design.v
export SDC_FILE = /design/flow/constraint.sdc
export NUM_CORES = 4
export LEC_CHECK = 1
export CORE_UTILIZATION = 30
[design/flow/constraint.sdc]
current_design ScanReg40

set clk_period 1.0
set clk_io_pct 0.2

create_clock -name clk0 -period $clk_period [get_ports {clk}]

set non_clock_inputs [all_inputs -no_clocks]
set_input_delay [expr $clk_period * $clk_io_pct] -clock clk0 $non_clock_inputs
set_output_delay [expr $clk_period * $clk_io_pct] -clock clk0 [all_outputs]
[design/flow/design.v]
`timescale 1ns/100ps 
module ScanReg (
	input d,
	input sin,
	output q,
	input sen,
	input clk,
	input clr,
	input ce
	);
	reg q_REG;
	always @(posedge clk)
		if (clr == 1'b1)
			q_REG <= 1'd0;
		else if (ce == 1'b1 && sen == 1'b0)
			q_REG <= d;
		else if (ce == 1'b1 && sen == 1'b1)
			q_REG <= sin;
		else
			q_REG <= q_REG;
	assign q = q_REG;
endmodule
module ScanReg8 (
	input [7:0] d,
	output[7:0] q,
	input sin,
	output sout,
	input sen,
	input clk,
	input clr,
	input ce
    );
	reg [7:0] q_REG;
	always @(posedge clk) 
		if (clr == 1'b1)
			q_REG <= 8'd0;
		else if (ce == 1'b1 && sen == 1'b0)
			q_REG <= d;
		else if (ce == 1'b1 && sen == 1'b1)
			q_REG <= {sin,q_REG[7:1]};
		else
			q_REG <= q_REG;
	assign q = q_REG;
	assign sout = q_REG[0];
endmodule
module ScanReg32 (
	input [31:0] d,
	output[31:0] q,
	input sin,
	output sout,
	input sen,
	input clk,
	input clr,
	input ce
    );
	reg [31:0] q_REG;
	always @(posedge clk) 
		if (clr == 1'b1)
			q_REG <= 32'd0;
		else if (ce == 1'b1 && sen == 1'b0)
			q_REG <= d;
		else if (ce == 1'b1 && sen == 1'b1)
			q_REG <= {sin,q_REG[31:1]};
		else
			q_REG <= q_REG;
	assign q = q_REG;
	assign sout = q_REG[0];
endmodule
module ScanReg40 (
	input [39:0] d,
	output[39:0] q,
	input sin,
	output sout,
	input sen,
	input clk,
	input clr,
	input ce
    );
	reg [39:0] q_REG;
	always @(posedge clk) 
		if (clr == 1'b1)
			q_REG <= 40'd0;
		else if (ce == 1'b1 && sen == 1'b0)
			q_REG <= d;
		else if (ce == 1'b1 && sen == 1'b1)
			q_REG <= {sin,q_REG[39:1]};
		else
			q_REG <= q_REG;
	assign q = q_REG;
	assign sout = q_REG[0];
endmodule
==> qor.csv <==
metric;value;unit
outcome;finished, final reports clean;
ios;86;
dp_hpwl;2.857;mm
clockBufferDepth;2;
ctsHoldBuffers;0;
initial_core_util;32.00;%
wl_per_cell;11.42;um
antenna_found_initial;0;
htree_levels;2;
period_used_share;96.97;%
grtUsageTotal;13.25;%
fin_total_pwr;3.736;mW
io_buffers;85;
worstSetupPathType;register to output port;
skew;4.329;ps
fp.dieH;79.58;um
insertion_delay;280;ps
ant_nets;0;
post_dp_cell_area;0.002945;mm^2
final.setup.worst_slack;30.33;ps
path_buffers;1;
drtIter0Drc;36;
peakVddDrop;541.6;uV
seq_area;850.8;um^2
hold_slack;380.8;ps
cts_root_buf;clkbuf_8;
grt_overflow;0;
maxSlewViolCount;0;
worstSetupEndpointType;output port;
drc;0;
critPathLaunchType;register;
max_slew.worst_pin.slew;157.5;ps
via_per_inst;4.503;
synth.avg_cell_area;10.09;um^2
num_vias;1702;
chipArea;0.006332;mm^2
grt_max_degree;41;
die-width;79.58;um
fillCellCount;554;
clk_transition_reported_paths;70;ps
synthToLayoutAreaGrowth;66.32;%
crit_slowest_cell;dfxtp_2;
largest-register;q_REG;
routed_wl;4.316;mm
final-comb-area;850.8;um^2
hold_path_class;input pin to register;
cts_tree;done;
netlist_instances;179;
hold_viol_final;0;
numSynthFlops;40;
pre_cts_ws;-145.0;ps
yosys_area;0.001805;mm^2
period_needed;969.7;ps
num_rows;27;
drive_above_1_share;44.77;%
design_area;0.003003;mm^2
finalSetupViolations;0;
worstPathRequired;800;ps
yosys_cells;179;
p_leak;1.406;nW
critical-path-max-stage-delay;330;ps
worst-endpoint-arrival;770;ps
cp_max_fo;2;
ys_warn_count;1;
largest_register_ffs;40;
fmax;1.031;GHz
antennaDiodeCount;0;
numCtsBuffers;5;
cap_viol_max_count;0;
ys_types;9;
synth_seq_share;44.35;%
place_congestion;0.7382;
openroad.warnings;25;
grt_pass1_vias;1512;
reg.largest.list;q_REG x40;
grt_pass1_wl;6.596;mm
core-area;0.005642;mm^2
synthesis.area;0.001805;mm^2
power.density;1244;mW/mm^2
clock-sinks;40;
crit_family;flip-flops;
path_cells;clkdlybuf4s15_1;
maxSlewHeadroom;89.20;%
dr.pass1.iters;3;
postLayoutCoreUtil;53.23;%
[layout make-up]
| cell class | instances | area share [%] |
|---|---|---|
| sequential | 40 | 28.33 |
| timing repair buffer | 138 | 37.33 |
| multi-input combinational | 120 | 28.33 |
| clock buffer | 8 | 3.000 |
| tap | 72 | 3.000 |
[metal layers]
layer	global-route usage, %	vias to the layer above	wire length, um
met3	3.596	8	342
li1	-	899	-
met5	0	-	0
met2	21.79	55	1859
met1	18.12	740	2057
met4	1.636	0	57
[logic make-up (layout without fill, tap and decap cells)]
group,after synthesis,in the layout,synth area share (%)
AND/OR/NAND/NOR,40,40,8.316
AND-OR/OR-AND,40,40,16.63
flip-flops,40,40,44.35
buffers and inverters,19,146,8.524
multiplexers,40,40,22.18
[synth_stat cells]
cell type	number	area share, %
buf_12	4	4.4
buf_2	5	1.4
mux2i_1	40	22
clkbuf_1	8	1.7
a211oi_1	40	17
nor2_1	40	8.3
dfxtp_1	40	44
buf_6	1	0.62
buf_4	1	0.42
[path summary, 6_finish.rpt]
check | startpoint | endpoint | slack (ps) | cells past startpoint
setup / recovery | q_REG[4]$_SDFFE_PP0P_ | q[4] | 30 | 1
hold / removal | ce | q_REG[39]$_SDFFE_PP0P_ | 380 | 3
setup reg to reg | q_REG[36]$_SDFFE_PP0P_ | q_REG[35]$_SDFFE_PP0P_ | 70 | 4
hold reg to reg | q_REG[17]$_SDFFE_PP0P_ | q_REG[17]$_SDFFE_PP0P_ | 520 | 2
[placed cells by master, fill, tap and decap left out]
| cell type | count |
|---|---|
| buf_4 | 48 |
| clkdlybuf4s50_1 | 42 |
| mux2i_1 | 40 |
| nor2_1 | 40 |
| a211oi_1 | 40 |
| dfxtp_2 | 40 |
| clkbuf_2 | 29 |
| buf_2 | 9 |
| clkbuf_8 | 6 |
| clkdlybuf4s15_1 | 5 |
| buf_12 | 5 |
| clkbuf_1 | 2 |
[where the power goes]
| group | leakage [nW] | total (mW) | switching, mW | internal [mW] |
|---|---|---|---|---|
| clock network | 0.0455 | 1.08 | 0.516 | 0.562 |
| registers | 0.344 | 1.79 | 0.0575 | 1.73 |
| logic | 1.02 | 0.868 | 0.301 | 0.567 |
| total | 1.41 | 3.74 | 0.874 | 2.86 |
[repair_timing]
item | in CTS | in global routing
endpoints found under the setup margin | 41 | 31
gates cloned | 0 | 0
gates resized | 129 | 29
buffers inserted | 5 | 8
pin swaps | 0 | 0
[metrics by stage]
step	std cells	setup TNS [ps]
5_1_grt	378	-4.449
4_1_cts	370	0
6_report	378	0
2_1_floorplan	179	0
3_3_place_gp	357	-5690
3_5_place_dp	357	-5312
No activity file was given, so power comes from the tool's default toggle rates.
